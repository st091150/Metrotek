[./design.v]
module traffic_lights #(
  parameter int unsigned BLINK_HALF_PERIOD_MS  = 500,
  parameter int unsigned BLINK_GREEN_TIME_TICK = 3,
  parameter int unsigned RED_YELLOW_MS         = 2000
)(
  input  logic        clk_i,
  input  logic        srst_i,
  input  logic [2:0]  cmd_type_i,
  input  logic        cmd_valid_i,
  input  logic [15:0] cmd_data_i,
  output logic        red_o,
  output logic        yellow_o,
  output logic        green_o
);
  localparam int unsigned CLK_FREQ_HZ = 2000;
  localparam int unsigned MS_TO_TICKS = CLK_FREQ_HZ / 1000;
  localparam int unsigned BLINK_HALF_PERIOD_TICKS = ( ( BLINK_HALF_PERIOD_MS * MS_TO_TICKS ) == 0 ) ? 1 : ( BLINK_HALF_PERIOD_MS * MS_TO_TICKS );
  localparam int unsigned DEFAULT_MS = 1;
  localparam int unsigned RED_YELLOW_TICKS  = RED_YELLOW_MS * MS_TO_TICKS;
  localparam int unsigned GREEN_BLINK_TICKS = 2 * BLINK_HALF_PERIOD_MS * BLINK_GREEN_TIME_TICK * MS_TO_TICKS;
  function [31:0] ms_to_ticks( input [15:0] ms );
    return ( ms == 0 ) ? 2 : ( ms * MS_TO_TICKS );
  endfunction
  enum logic [2:0] {
    IDLE_S,
    RED_S,
    RED_YELLOW_S,
    YELLOW_S,
    GREEN_S,
    GREEN_BLINK_S,
    NOTRANSITION_S
  } state, next_state;
  logic [31:0] green_periods_ticks;
  logic [31:0] red_periods_ticks;
  logic [31:0] yellow_periods_ticks;
  always_ff @( posedge clk_i )
    begin
      if ( srst_i )
        begin
          green_periods_ticks  <= ms_to_ticks(DEFAULT_MS);
          red_periods_ticks    <= ms_to_ticks(DEFAULT_MS);
          yellow_periods_ticks <= ms_to_ticks(DEFAULT_MS);
        end
      else if ( ( state == NOTRANSITION_S ) && cmd_valid_i )
        begin
          case ( cmd_type_i )
            3'd3: green_periods_ticks  <= ms_to_ticks(cmd_data_i);
            3'd4: red_periods_ticks    <= ms_to_ticks(cmd_data_i);
            3'd5: yellow_periods_ticks <= ms_to_ticks(cmd_data_i);
          endcase
        end
    end
  logic [31:0] state_timer;
  logic        timer_expired;
  logic fsm_event;
  logic is_transition;
  assign fsm_event     = timer_expired || cmd_valid_i;
  assign is_transition = fsm_event     && ( state != next_state );
  always_ff @( posedge clk_i )
    begin
      if ( srst_i )
        state_timer <= ms_to_ticks(DEFAULT_MS) - 1;
      else if ( is_transition )
        case ( next_state )
          RED_S:         state_timer <= red_periods_ticks - 1;
          RED_YELLOW_S:  state_timer <= RED_YELLOW_TICKS - 1;
          YELLOW_S:      state_timer <= yellow_periods_ticks - 1;
          GREEN_S:       state_timer <= green_periods_ticks - 1;
          GREEN_BLINK_S: state_timer <= GREEN_BLINK_TICKS - 1;
          default: ;
        endcase
      else if ( state_timer != 0 )
        state_timer <= state_timer - 1;
    end
  always_ff @( posedge clk_i )
    begin
      if ( srst_i )
        timer_expired <= 0;
      else
        timer_expired <= ( state_timer == 1 );
    end
  logic [31:0] blink_counter;
  logic        blink_state;
  always_ff @( posedge clk_i )
    begin
      if ( srst_i )
        blink_state <= 1'b0;
      else if ( is_transition )
        blink_state <= 1'b0;
      else if ( blink_counter == 1 )
        blink_state <= ~blink_state;
    end
  always_ff @( posedge clk_i )
    begin
      if ( srst_i )
        blink_counter <= 0;
      else if ( is_transition )
        blink_counter <= BLINK_HALF_PERIOD_TICKS;
      else if ( state == GREEN_BLINK_S || state == NOTRANSITION_S )
        begin
          if ( blink_counter == 0 )
            blink_counter <= BLINK_HALF_PERIOD_TICKS - 1;
          else
            blink_counter <= blink_counter - 1;
        end
    end
  always_ff @( posedge clk_i )
    begin
      if ( srst_i )
        state <= RED_S;
      else if ( fsm_event )
        state <= next_state;
    end
  always_comb
    begin
      next_state = state;
      if ( cmd_valid_i )
        begin
          case ( cmd_type_i )
            3'd0:
              begin
                if( state == IDLE_S || state == NOTRANSITION_S )
                  next_state = RED_S;
              end
            3'd1:    next_state = IDLE_S;
            3'd2:    next_state = NOTRANSITION_S;
            default: next_state = state;
          endcase
        end
      else
        begin
          case ( state )
            RED_S:          next_state = RED_YELLOW_S;
            RED_YELLOW_S:   next_state = GREEN_S;
            GREEN_S:        next_state = GREEN_BLINK_S;
            GREEN_BLINK_S:  next_state = YELLOW_S;
            YELLOW_S:       next_state = RED_S;
            NOTRANSITION_S: next_state = state;
            IDLE_S:         next_state = state;
          endcase
        end
    end
  logic [2:0] lights_ff;
  assign {red_o, yellow_o, green_o} = lights_ff;
  always_ff @( posedge clk_i )
    begin
      if ( srst_i )
        lights_ff <= 3'b000;
      else
        begin
          case( state )
            RED_S:          lights_ff <= 3'b100;
            RED_YELLOW_S:   lights_ff <= 3'b110;
            GREEN_S:        lights_ff <= 3'b001;
            YELLOW_S:       lights_ff <= 3'b010;
            GREEN_BLINK_S:  lights_ff <= {2'b00, blink_state};
            NOTRANSITION_S: lights_ff <= {1'b0, blink_state, 1'b0};
            IDLE_S:         lights_ff <= 3'b000;
            default:        lights_ff <= 3'b100;
          endcase
        end
    end
endmodule
[./run.sh]
#!/bin/bash
# OpenROAD 26Q1-2900-gdf79404cd8, Yosys 0.63+post, stock flow scripts
make -C /OpenROAD-flow-scripts/flow DESIGN_CONFIG=/design/flow/config.mk WORK_HOME=/design/flow/orfs finish
[./config.mk]
export PLATFORM = sky130hd
export DESIGN_NAME = traffic_lights
export DESIGN_NICKNAME = traffic_lights
export VERILOG_FILES = /design/flow/design.v
export SDC_FILE = /design/flow/constraint.sdc
export NUM_CORES = 4
export LEC_CHECK = 1
export CORE_UTILIZATION = 40
export SYNTH_HDL_FRONTEND = slang
[./constraint.sdc]
current_design traffic_lights

set clk_period 10.9
set clk_io_pct 0.2

create_clock -name clk0 -period $clk_period [get_ports {clk_i}]

set non_clock_inputs [all_inputs -no_clocks]
set_input_delay [expr $clk_period * $clk_io_pct] -clock clk0 $non_clock_inputs
set_output_delay [expr $clk_period * $clk_io_pct] -clock clk0 [all_outputs]
==> job_summary.md <==
### Metrics collected by this job

| Metric | Value |
|---|---|
| Post-route cell area | 0.007378 mm² |
| Startpoint Class | input port |
| Worst-margin pin slew | 0.8777 ns |
| Late-Pin Clk Latency | between 0.4 and 0.5 ns |
| Average wire per standard cell | 14.80 µm |
| Routability Congestion | roughly 0.9 |
| Slowest-stage cell, CP | clkdlybuf4s50_1 |
| WP data arrival | 6.41 ns |
| Delay-heaviest family, CP | simple AND/OR/NAND/NOR gates |
| CTS buffer count | 17 |
| Critical Path Source | cmd_valid_i |
| Cells in synth_stat.txt | 794 |
| Final Hold Vio Count | 0 |
| Tool warning count | 27 |
| Worst Hold Launch | green_periods_ticks[1] |
| CTS root buf | clkbuf_16 |
| Post-route worst setup slack | between 4 and 5 ns |
| Initial antenna violation count | 0 |
| First-pass GRT wire length | roughly 26000 µm |
| CTS tree | done |
| Unique masters post-synth | 62 |
| Worst IR Drop VDD | 0.0001252 V |
| Synthesized cell area | 0.006399 mm² |
| Post-Syn Area per Cell | 8.059 µm² |
| Final Slew Violations | 0 |
| Critical Path End Type | register |
| Buffers on Ports | 24 |
| Main flop type | dfxtp_1 |
| Placed cells | 993 |
| P_sw | 451.5 µW |
| Highest Clock Rate | 163.0 MHz |
| Slowest Stage Delay on Critical Path | about 0.75 ns |
| Clk_skew | 0.006037 ns |
| Die height | between 100 and 150 µm |
| Top cells, area | dfxtp_1, nor2_1, mux2i_1 |
| PostCTS Resize Cnt | 0 |
| Cts hold-fix bufs | 0 |
| Worst reg-to-reg setup slack | 6.54 ns |
| Crit path time final | 6.135 ns |
| YS warnings | 0 |
| Pre-Place Util | 0.4148 |
| Total Power | roughly 1.4 mW |
| N_diodes | 0 |
| Clk buf depth | 2 |
| WHS | 0.4668 ns |
| Vias in the first global route | between 5000 and 6000 |
| # IOs | 25 |
| R2r startpoint | state[0] |
| Power Dens Cells | 187.6 mW/mm² |
| RSZ-0062 raised after global routing | no |
| Worst reg2reg path depth | 10 |
| Largest net degree at the start of global routing | 56 |
| Yosys top cell by instances | nor2_1 |
| Most frequent cells after synthesis | nor2_1, dfxtp_1, a21oi_1 |
| Yosys top cell by area | dfxtp_1 |
| CP bufs+invs | 1 |
| Area of the core | 0.01543 mm² |
| Post-synth top area share | 0.3754 |
| Combinational share of power | 0.243 |
| Die width | between 100 and 150 µm |
| Flops after synth | about 120 |
| CTS H-tree lvls | 4 |
| WHS Path Cells | 1 |
| Post-Route Utilization | 0.4783 |
| Area growth from synthesis to layout | 15.31% |
| Sequential area share after synthesis | 0.3754 |
| Maxcap violations | 0 |
| Grt total ovfl | 0 |
| Pre-antenna DRT Iters | 4 |
| All-layer global routing usage | 0.1974 |
| Share of post-route cells with drive strength above 1 | 0.06388 |
| Post-route ant nets | 0 |
| Setup TNS | 0 ns |
| Initial detailed-routing violation count | ~310 |
| Rel. slew slack | 0.4149 |
| Pleak | 2.967 nW |
| Synthesis area per yosys | 0.006399 mm² |
| Tcrit/Tclk final | 0.5628 |
| Setup-failing EPs final | 0 |
| Ys async rst share | 0 |
| Post-DP HPWL | approximately 10000 µm |
| Post-CTS setup buffers | 0 |
| Critical path class | in -> reg |
| CTS Sinks | 120 |
| Internal Pwr Total | approximately 930 µW |
| Outcome | completed |
| Clock transition at the registers of the reported paths | 0.06 ns |
| DRT Wirelength | 15170 µm |
| CP cell instances | clkdlybuf4s50_1 -> nor3b_1 -> a31oi_1 -> o22a_1 -> nor3_4 -> a21oi_2 -> a221oi_1 -> nor4b_4 -> nand2_1 -> o31ai_1 -> o22ai_1 |
| Via count | 5679 |
| Worst Path Required | around 11 ns |
| Hold Crit Class | reg -> reg |
| Reg-to-Reg End | state_timer[13] |
| Chip Area | about 0.017 mm² |
| Via density | ~5.5 |
| Hold EP | green_periods_ticks[1] |
| Clk pwr share | 0.385 |
| Drt drc | 0 |
| FP Rows | about 45 |
| Post-Layout Cell Count | 1025 |
| Placed inst area | around 0.0068 mm² |
| Switching share of power | 0.3262 |
| EDFF count, synth | 0 |
| Reg power frac | 0.371 |
| Crit-path max FO | 22 |
| Dpl ws | 4.371 ns |
| Syn Inst Count | just under 800 |
-- cell families (layout without fill, tap and decap cells) --
| kind of cell | Yosys count | count (layout) | share of synthesized area |
|---|---|---|---|
| simple gates | 332 | 332 | 0.2564 |
| compound gates | 184 | 184 | 0.1832 |
| flops | 120 | 120 | 0.3754 |
| buf+inv | 59 | 79 | 0.03578 |
| xor+xnor | 47 | 47 | 0.06433 |
| mux | 46 | 46 | 0.07196 |
| fa+ha+maj | 6 | 6 | 0.01291 |
-- placed cells by master, fill, tap and decap left out, types with 4 or more instances in the layout --
cell	instances
mux2i_1	46
a211oi_1	4
nor2b_1	8
or3_1	5
xor2_1	21
clkbuf_8	4
xnor2_1	26
o31ai_1	4
o22ai_1	4
a221oi_1	11
dfxtp_1	120
nor4_1	26
nand3b_1	4
a211o_1	6
nand2_1	57
nand3_1	23
nand2b_1	5
clkdlybuf4s50_1	23
nor3b_1	4
nor3_1	33
ha_1	5
inv_1	13
clkbuf_16	17
o21ai_0	36
and3_1	4
buf_4	10
a221o_1	7
clkinvlp_4	7
and4_1	5
or4_1	11
nand4_1	6
a21oi_1	71
nor2_1	123
and2_1	9
o21a_1	10
-- per-layer routing --
| layer | up-vias | track usage | share of wire |
|---|---|---|---|
| li1 | 2889 | - | - |
| met5 | - | 0 | 0 |
| met2 | 124 | 0.3119 | 0.45 |
| met1 | 2649 | 0.2925 | 0.49 |
| met4 | 0 | 0.03529 | 0.017 |
| met3 | 17 | 0.03431 | 0.047 |
-- sequential cells by signal, summed over array words and instances, names as in the netlist --
| name | flops |
|---|---|
| timer_expired | 1 |
| blink_state | 1 |
| red_periods_ticks | 16 |
| lights_ff | 3 |
| state | 3 |
| blink_counter | 32 |
| state_timer | 32 |
| yellow_periods_ticks | 16 |
| green_periods_ticks | 16 |
-- layout make-up --
type                    count  area (µm²)
fillers                  1406        8049
multi-input cells         615        3775
flip-flops and latches    120        2402
clock buffers              21       480.5
repair buffers             34       310.3
well taps                 211       264.0
clock inverters            11       97.59
inverters                  13       48.80
-- worst max-delay path by stage --
stage                endpoint  slack, ns  cells after the start
CTS           state_timer[13]       4.80                     11
global route  state_timer[11]       4.36                     11
finish        state_timer[13]       4.77                     11
-- power by group through the flow --
| stage | clock (mW) | combinational (mW) | sequential (mW) |
|---|---|---|---|
| 4_1_cts | 0.543 | 0.335 | 0.513 |
| 6_report | 0.533 | 0.337 | 0.514 |
| 5_1_grt | 0.566 | 0.380 | 0.520 |
Power figures rest on the tool's default switching activity, not on a simulated workload.
