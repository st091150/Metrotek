**/design/flow/run.sh**
```bash
#!/bin/bash
# OpenROAD 26Q1-2900-gdf79404cd8, Yosys 0.63+post, stock flow scripts
make -C /OpenROAD-flow-scripts/flow DESIGN_CONFIG=/design/flow/config.mk WORK_HOME=/design/flow/orfs finish
```
**/design/flow/config.mk**
```make
export PLATFORM = sky130hd
export DESIGN_NAME = wrapper
export DESIGN_NICKNAME = wrapper
export VERILOG_FILES = /design/flow/design.v
export SDC_FILE = /design/flow/constraint.sdc
export NUM_CORES = 4
export LEC_CHECK = 1
export CORE_UTILIZATION = 30
export SYNTH_HDL_FRONTEND = slang
```
**/design/flow/constraint.sdc**
```tcl
current_design wrapper

set clk_period 2.1
set clk_io_pct 0.2

create_clock -name clk0 -period $clk_period [get_ports {clk}]

set non_clock_inputs [all_inputs -no_clocks]
set_input_delay [expr $clk_period * $clk_io_pct] -clock clk0 $non_clock_inputs
set_output_delay [expr $clk_period * $clk_io_pct] -clock clk0 [all_outputs]
```
**/design/flow/design.v**
```verilog
module priority_encoder #(
  parameter WIDTH = 16
)(
  input  logic             clk_i,
  input  logic             srst_i,
  input  logic [WIDTH-1:0] data_i,
  input  logic             data_val_i,
  output logic [WIDTH-1:0] data_left_o,
  output logic [WIDTH-1:0] data_right_o,
  output logic             data_val_o
);
  always_ff @( posedge clk_i )
    begin
      if ( srst_i )
        data_val_o <= 1'b0;
      else
        data_val_o <= data_val_i;
    end
  always_ff @( posedge clk_i )
    begin
      if ( data_val_i )
        data_right_o <= data_i & ( ~data_i + 1'b1 );
    end
  always_ff @( posedge clk_i )
    begin
      if ( data_val_i )
        begin
          data_left_o <= '0;
          for( int i = WIDTH-1; i >= 0; i-- )
            begin
              if ( data_i[i] )
                begin
                  data_left_o[i] <= 1'b1;
                  break;
                end
            end
        end
    end
endmodule
module wrapper #(
  parameter WIDTH = 16
)(
  input  logic             clk,
  input  logic             srst_i,
  input  logic [WIDTH-1:0] data_i_ext,
  input  logic             data_val_i_ext,
  output logic [WIDTH-1:0] data_left_o_ext,
  output logic [WIDTH-1:0] data_right_o_ext,
  output logic             data_val_o_ext
);
  logic [WIDTH-1:0] data_i_r;
  logic             data_val_i_r;
  logic [WIDTH-1:0] data_left_o_int;
  logic [WIDTH-1:0] data_right_o_int;
  logic             data_val_o_int;
  priority_encoder #(
    .WIDTH( WIDTH )
  ) DUT (
      .clk_i        ( clk              ),
      .srst_i       ( srst_i           ),
      .data_i       ( data_i_r         ),
      .data_val_i   ( data_val_i_r     ),
      .data_left_o  ( data_left_o_int  ),
      .data_right_o ( data_right_o_int ),
      .data_val_o   ( data_val_o_int   )
    );
  always_ff @( posedge clk ) 
    begin
      if ( srst_i )
        data_val_i_r <= 1'b0;
      else
        begin
          data_i_r     <= data_i_ext;
          data_val_i_r <= data_val_i_ext;
        end
    end
  always_ff @(posedge clk) 
    begin
      if ( srst_i )
        data_val_o_ext <= 1'b0;
      else
        begin
          data_left_o_ext  <= data_left_o_int;
          data_right_o_ext <= data_right_o_int;
          data_val_o_ext   <= data_val_o_int;
        end
    end
endmodule
```
==> out/results.ini <==
[finish]
fin_area_um2=3710
syn2layout_area_growth_pct=31.3
n_fill_cell=811
drive_above_1_share_pct=14.6

[clock_network]
cts_resized=0
cts.htree.levels=3
post-cts-setup-buffer-count=0
cts_root_buf=clkbuf_8
cts_buffer_depth=2
cts.clk_slew.worst_paths_ns=0.08
hold_buffers=0
cts_buffers=9
clock.latency.late_pin_ns=0.34
tritoncts=done
cts_sinks=83

[final_timing]
min_period_ns=1.70
rsz0062_at_grt=no
skew_ns=0.00376
slew_violations=0
finalClockPeriodUsage_pct=81.1
max_freq_ghz=0.587
slew_headroom_pct=60.8
finalSetupViolations=0
fin_setup_tns_ns=0
hold_viol=0
worst_pin_slew_ns=0.583

[route]
diodes=0
vias=1340
drt_iter0_drc=83
drc=0
finalWirelength_mm=3.78
dr.pass1.iters=4
avgViaCountPerCell=4.24
ant_nets=0
wl_per_cell_um=12.0

[floorplanning]
io_pins=52
die_width_um=99.1
rows=35
die_area_um2=9820
fp.dieH_um=99.1
floorplan.core_util_pct=30.8
core_um2=9200

[logic_synthesis]
synth_top_cell_by_area=edfxtp_1
yosysCellCount=135
syn_area_per_cell_um2=21.0
synthAoiAreaFrac_pct=0
ys_sh_xor_pct=0
ys_sh_adder_pct=0
ys_seq_share_pct=87.0
async_reset_ff_share_pct=0
synthDistinctLibCells=24
synth_chip_area_um2=2830
synthCells=135
synthMuxAreaShare_pct=0
synthTopLogicFamily=simple AND/OR/NAND/NOR gates
ys_ff=83
simple_gate_share_pct=12.6
synthTopCellsByArea=edfxtp_1 85%, dfxtp_1 2.1%, nor4b_1 1.5%
synthFlopType=edfxtp_1
synth_area_um2=2830
synth_top_area_share_pct=84.9
ys_warn_count=0
synth-edff-count=80

[place]
dp_hpwl_mm=2.59
port_buffers=51
gp_congestion=0.789
placed_area_um2=3510

[critical_path]
critPathRequiredTime_ns=2.31
slowest_delay_ns=0.60
worst-r2r-setup-slack_ns=0.40
crit_slowest_cell=or4_4
crit_path_max_fanout=8
worstSetupStartpoint=data_i_r[2]$_DFFE_PN_
critPathLaunchType=register
critPathArrivalTime_ns=1.92
r2r_cells=3
worstReg2RegStart=data_i_r[2]$_DFFE_PN_
path_class=reg2reg
endpoint_kind=register
path_cells=or4_4 -> nor3b_4 -> and4_1

[grt]
antenna_found_initial=0
grt_max_degree=49
grt_pass1_vias=1253
grt_overflow_total=0
grtUsageTotal_pct=8.22
grt_pass1_wl_mm=5.94

[run]
tool_warnings=25
drv_cap=0

[pwr]
power.leakage_nw=1.22
peakVddDrop_mv=0.370
p_total_w=0.00323
p_per_area_nw_per_um2=871

[run_status]
status=completed

[hold_path]
hp-class=reg2reg
whs_path_depth=0
hold_path.startpoint=DUT.data_right_o[14]$_DFFE_PP_

sequential cells by signal, indices dropped and copies added, names as in the netlist:
| register | cells |
|---|---|
| DUT.data_left_o | 16 |
| DUT.data_right_o | 16 |
| DUT.data_val_o | 1 |
| data_i_r | 16 |
| data_left_o_ext | 16 |
| data_right_o_ext | 16 |
| data_val_i_r | 1 |
| data_val_o_ext | 1 |
placed cells by master, fill, tap and decap left out, drive strengths merged, types with 3 or more instances in the layout:
cell type / netlist / routed
inv: 3 / 5
and2: 5 / 5
edfxtp: 80 / 80
nor3b: 6 / 6
nor2b: 4 / 4
clkdlybuf4s50: 0 / 51
clkbuf: 0 / 9
nor2: 7 / 7
nor3: 3 / 3
dfxtp: 3 / 3
nor4b: 5 / 5
and3: 7 / 7
buf: 0 / 3
cell families (layout without fill, tap and decap cells):
group | count (synthesis) | in the layout
buffers and inverters | 3 | 73
flip-flops | 83 | 83
AND/OR/NAND/NOR | 49 | 49
metal layers:
| metal | share of wire, % | vias to the layer above | GRT usage, % | wire length, µm |
|---|---|---|---|---|
| met1 | 44 | 623 | 12.0 | 1650 |
| met3 | 6.9 | 13 | 2.86 | 262 |
| met2 | 45 | 37 | 12.5 | 1720 |
| met4 | 4.0 | 0 | 2.49 | 151 |
| li1 | - | 667 | - | - |
| met5 | 0 | - | 0 | 0 |
power by group:
part | internal, W | leakage [nW] | switching (W)
logic | 0.000104 | 0.377 | 0.0000480
clock network | 0.000556 | 0.0962 | 0.000553
registers | 0.00192 | 0.743 | 0.0000511
total | 0.00258 | 1.22 | 0.000652
through the flow:
| step | hold WS (ns) | setup slack, ns | utilization (%) | std cells |
|---|---|---|---|---|
| after floorplan | 0.400 | 0.343 | - | 135 |
| after global placement | 0.405 | 0.458 | 38.2 | 300 |
| after detailed placement | 0.405 | 0.410 | 38.2 | 300 |
| after CTS | 0.422 | 0.389 | 40.4 | 316 |
| after global routing | 0.428 | 0.215 | 40.4 | 316 |
| final | 0.423 | 0.396 | 40.4 | 316 |
cell usage after synthesis (2+ instances only):
master    instances
dfxtp_1           3
and3_2            4
nor3b_1           5
edfxtp_1         80
and2_1            4
nor2_1            7
and3_1            3
inv_1             3
nor3_1            3
and4b_1           2
nor2b_1           4
nor4b_1           5
critical path, delay by kind of cell, from the launching register on:
kind,cells,cell delay [ns]
flip-flops,1,0.44
AND/OR/NAND/NOR,3,1.14
worst paths after layout:
kind,endpoint
worst min-delay path,data_right_o_ext[14]$_DFFE_PN_
worst max-delay path,DUT.data_right_o[14]$_DFFE_PP_
worst min register to register,data_right_o_ext[14]$_DFFE_PN_
worst max register to register,DUT.data_right_o[14]$_DFFE_PP_
layout make-up:
cell class / count / area (µm²) / area share [%]
clock buffer: 9 / 124 / 3.34
multi-input combinational: 49 / 355 / 9.57
sequential: 83 / 2460 / 66.3
tap: 111 / 139 / 3.74
inverter: 3 / 11.3 / 0.303
clock inverter: 7 / 76.3 / 2.06
timing repair buffer: 54 / 546 / 14.7
Power is estimated from default activity; no workload was simulated.
