**config.mk**
```make
export PLATFORM = sky130hd
export DESIGN_NAME = fifo
export DESIGN_NICKNAME = fifo
export VERILOG_FILES = /design/flow/design.v
export SDC_FILE = /design/flow/constraint.sdc
export NUM_CORES = 4
export LEC_CHECK = 1
export CORE_UTILIZATION = 40
export SYNTH_HDL_FRONTEND = slang
export SYNTH_MEMORY_MAX_BITS = 65536
```
**constraint.sdc**
```tcl
current_design fifo

set clk_period 904.2
set clk_io_pct 0.2

create_clock -name clk0 -period $clk_period [get_ports {clk_i}]

set non_clock_inputs [all_inputs -no_clocks]
set_input_delay [expr $clk_period * $clk_io_pct] -clock clk0 $non_clock_inputs
set_output_delay [expr $clk_period * $clk_io_pct] -clock clk0 [all_outputs]
```
**design.v**
```verilog
module fifo #(
  parameter int DWIDTH = 32,
  parameter int AWIDTH = 8,
  parameter bit SHOWAHEAD = 1,
  parameter int ALMOST_FULL_VALUE  = 2 ** AWIDTH - 3,
  parameter int ALMOST_EMPTY_VALUE = 3,
  parameter bit REGISTER_OUTPUT = 0
)(
  input  logic              clk_i,
  input  logic              srst_i,
  input  logic [DWIDTH-1:0] data_i,
  input  logic              wrreq_i,
  input  logic              rdreq_i,
  output logic [DWIDTH-1:0] q_o,
  output logic              empty_o,
  output logic              full_o,
  output logic [AWIDTH-1:0] usedw_o,
  output logic              almost_full_o,
  output logic              almost_empty_o
);
  localparam PTR_W = AWIDTH + 1;
  logic              full_o_next;
  logic              empty_o_next;
  logic              almost_full_o_next;
  logic              almost_empty_o_next;
  logic              hold_last_q;
  logic [AWIDTH-1:0] usedw_next;
  logic [PTR_W-1:0]  wr_idx;
  logic [PTR_W-1:0]  rd_idx;
  logic [PTR_W-1:0]  wr_idx_next;
  logic [PTR_W-1:0]  rd_idx_next;
  logic [PTR_W-1:0]  mem_rd_idx;
  mem #(
    .DWIDTH    ( DWIDTH                 ),
    .AWIDTH    ( AWIDTH                 )
  ) mem (
    .clk_i     ( clk_i                  ),
    .data_i    ( data_i                 ),
    .wr_addr_i ( wr_idx[AWIDTH-1:0]     ),
    .wr_ena_i  ( wrreq_i                ),
    .rd_addr_i ( mem_rd_idx[AWIDTH-1:0] ),
    .data_o    ( q_o                    )
  );
  assign wr_idx_next = wr_idx + ( (wrreq_i && !full_o)  ? PTR_W'(1) : PTR_W'(0) );
  assign rd_idx_next = rd_idx + ( (rdreq_i && !empty_o) ? PTR_W'(1) : PTR_W'(0) );
  assign full_o_next  = ( rd_idx_next[AWIDTH-1:0] == wr_idx_next[AWIDTH-1:0] ) &&
                        ( rd_idx_next[PTR_W-1]    != wr_idx_next[PTR_W-1]   );
  assign empty_o_next = ( rd_idx_next == wr_idx );
  assign almost_full_o_next  = ( usedw_next >= ALMOST_FULL_VALUE )  || full_o_next;
  assign almost_empty_o_next = ( usedw_next <  ALMOST_EMPTY_VALUE ) && !full_o_next;
  always_ff @( posedge clk_i )
    begin
      if( srst_i )
        wr_idx <= '0;
      else
        wr_idx <= wr_idx_next;
    end
  always_ff @( posedge clk_i )
    begin
      if( srst_i )
        rd_idx <= '0;
      else
        rd_idx <= rd_idx_next;
    end
  always_comb
    begin
      if ( usedw_o == 1 && rdreq_i )
        mem_rd_idx = rd_idx;
      else if ( hold_last_q )
        mem_rd_idx = rd_idx - PTR_W'(1);
      else 
        mem_rd_idx = rd_idx_next;
    end
  always_ff @( posedge clk_i )
    begin
      if( srst_i )
        hold_last_q <= 1'b0;
      else
        if( ( usedw_o == 1 ) && ( rdreq_i ) && ( !wrreq_i ) )
          hold_last_q <= 1'b1;
        else if ( wrreq_i )
          hold_last_q <= 1'b0;
    end
  always_ff @( posedge clk_i )
    begin
      if( srst_i )
        usedw_o <= '0;
      else
        case ( { wrreq_i, rdreq_i } )
          2'b10: 
            begin
              if ( !full_o )
                usedw_o <= usedw_o + AWIDTH'(1);
            end
          2'b01:
            begin
              if( !empty_o )
                usedw_o <= usedw_o - AWIDTH'(1);
            end
          default: usedw_o <= usedw_o;
        endcase
    end
  always_comb
  begin
    usedw_next = usedw_o;
    case ( { wrreq_i, rdreq_i } )
      2'b10:   usedw_next = usedw_o + AWIDTH'(1);
      2'b01:   usedw_next = usedw_o - AWIDTH'(1);
      default: usedw_next = usedw_o;
    endcase
  end
  always_ff @( posedge clk_i )
    begin
      almost_full_o    <= almost_full_o_next;
      almost_empty_o   <= almost_empty_o_next;
      full_o           <= full_o_next;
      empty_o          <= empty_o_next;
    end
endmodule
module mem #(
  parameter int DWIDTH = 32,
  parameter int AWIDTH = 8
)(
  input  logic              clk_i,
  input  logic [DWIDTH-1:0] data_i,
  input  logic [AWIDTH-1:0] wr_addr_i,
  input  logic              wr_ena_i,
  input  logic [AWIDTH-1:0] rd_addr_i,
  output logic [DWIDTH-1:0] data_o
);
  localparam int DEPTH = 2 ** AWIDTH;
  (* ramstyle = "M10K" *)
  logic [DWIDTH-1:0] mem [DEPTH-1:0];
  always_ff @( posedge clk_i ) 
    begin
      if ( wr_ena_i )
        mem[wr_addr_i] <= data_i;
      data_o <= mem[rd_addr_i];
    end
endmodule
```
**run.sh**
```bash
#!/bin/bash
# OpenROAD 26Q1-2900-gdf79404cd8, Yosys 0.63+post, stock flow scripts
make -C /OpenROAD-flow-scripts/flow DESIGN_CONFIG=/design/flow/config.mk WORK_HOME=/design/flow/orfs finish
```
==> metrics.csv <==
metric,value,unit
status,finished with violations,
violated checks,"antenna violations, max-capacitance violations, max-slew violations",
Rel. slew slack,-1.78,%
CP Launch Type,primary input,
measured slew at the worst slew-check pin,1.52,ns
Latency at later pin,1.22,ns
YS chip area,0.320,sq mm
Critical Path AT,189.76,ns
Sw Pwr,0.000286,W
FMAX,5.30,MHz
"Core Util, Final",45.8,%
Resized Gates After CTS,0,
PD cells,2.62,mW/mm^2
kind of critical path,in2reg,
async set-reset flop share out of synthesis,0,%
synthesized area,0.320,sq mm
Post-synth EDFFs,8192,
Mean Syn Cell Area,16.9,sq um
height of the die,897,microns
Comb pwr share,21.3,%
DRT iter0 DRCs,11700,
Post-CTS Setup Bufs,0,
initial antenna violation count,60,
HP Start,rd_idx[8],
DR pass1 iterations,7,
gr ovfl total,0,
RSZ-0062 raised after global routing,false,
Internal,0.000672,W
r2r worst-path depth,19,
"top cells, area","edfxtp_1 77%, mux4_2 5.1%, nand2_1 4.0%, mux2i_1 3.9%, nand3_1 2.3%",
final hold violation count,0,
FF-to-FF End,mem.data_o[8],
Die Wd,897,microns
Sw Share,29.9,%
endpoints failing setup,0,
DR DRC count,0,
worst vdd ir,0.00262,mV
Flop pwr share,44.7,%
Area growth syn-to-layout,14.2,%
WL/cell,32.0,microns
CORE AREA,0.798,sq mm
vias in the first global route,185000,
clock tree from TritonCTS,yes,
CTS sink cnt,8255,
worst hold path depth,2,
die area,0.804,sq mm
# Cells Yosys,18900,
Ports,80,
leak pwr,118,nW
ys flop type,edfxtp_1,
via count,178000,
worst clock skew,0.127,ns
TritonCTS buffer count,800,
layout cells sized above 1,16.2,%
final std cells w/o fill,30900,
Cell Type Count,71,
Post-Syn Instances,18900,
max-cap violation count,1,
"Clk pin slew, worst setup/hold paths",0.06,ns
FP Rows,328,
worst-path fanout max,40,
reg2reg start,empty_o,
clock root buffer,clkbuf_16,
hold-fix buffers at CTS,0,
Yosys Warn Count,0,
Overall Global Routing Usage,26.8,%
placed cell count,29300,
detailed placer's ending HPWL,576000,microns
CTS max path bufs,4,
worst min-delay path category,reg2reg,
vias per cell,5.75,
Top cell area share,76.8,%
Worst Hold End,rd_idx[8],
Port Buffer Count,79,
Pins Over Slew Limit,2,
first-pass GRT wire length,1390000,microns
pin count of the biggest net entering global routing,132,
crit share post-route,20.9,%
"setup slack, reg-to-reg",895.26,ns
routability cong.,0.939,
number of H-tree levels,6,
ys flops,8255,
Sum Neg Setup Slack,0,ns
crit path time final,188.70,ns
Routed Antenna Nets,1,
Crit path required time,905.25,ns
element type at the critical path end,flop,
tool warnings,85,
fp util,40.1,%
cell taking the most area after synthesis,edfxtp_1,
clock power share,34.0,%
WL final,989000,microns
Post-synth seq share,77.2,%
-- kinds of logic (layout without fill, tap and decap cells) --
group	after synthesis	count (layout)	share of synthesized area [%]
flops	8255	8255	77.2
simple gates	5535	5535	7.39
mux	1975	1975	8.99
compound gates	1854	1854	4.48
buf+inv	1239	2526	1.78
xor+xnor	43	43	0.118
fa+ha+maj	10	10	0.0391
other cells	0	139	0
-- routing by layer --
metal	GRT usage [%]	vias to the layer above	share of wire, %
met5	6.65	-	0.61
met4	9.04	134	4.5
met3	25.9	1884	22
met2	35.9	12200	43
met1	29.3	87400	30
li1	-	75900	-
-- state kept, by name, indices dropped and copies added (netlist names) --
| name | count |
|---|---|
| mem.mem | 8192 |
| mem.data_o | 32 |
| rd_idx | 9 |
| wr_idx | 9 |
| usedw_o | 8 |
| almost_empty_o | 1 |
| almost_full_o | 1 |
| empty_o | 1 |
| full_o | 1 |
| hold_last_q | 1 |
-- worst max-delay path by stage --
stage         startpoint            end  slack, ns
finish           rdreq_i  mem.data_o[8]     715.50
global route     rdreq_i  mem.data_o[8]     715.23
CTS              rdreq_i  mem.data_o[8]     715.78
-- final cells by class --
class	instances	area, sq um
Inverter	14	52.6
Clock buffer	1032	21100
Sequential cell	8255	247000
Fill cell	66100	432000
Tap cell	10600	13200
Multi-Input combinational cell	9417	70800
Clock inverter	444	4410
Antenna cell	139	348
Timing Repair Buffer	1036	8490
-- cells in the final DEF, fill, tap and decap left out, types with 65 or more instances in the layout --
cell type and instances:
a211oi_1 347, a22oi_1 69, a31oi_1 493, a32oi_1 440
buf_4 917, clkbuf_1 216, clkbuf_16 805, clkinv_1 185
clkinv_2 133, diode_2 139, edfxtp_1 8192, mux2i_1 1254
mux4_2 720, nand2_1 3393, nand3_1 1463, nor2_4 260
nor4_2 65, o211a_1 132, o22ai_1 93
-- critical path, cell delays in order --
cell and delay [ns]:
clkdlybuf4s50_1 0.66, inv_1 0.21, nor2_1 0.08, ha_1 0.28, ha_1 0.39, nand2b_1 0.09
and2_1 0.25, a21oi_4 0.60, buf_4 0.61, buf_4 0.58, buf_4 0.58, buf_4 0.67
buf_4 0.68, mux2i_1 0.17, mux4_2 0.51, nor2b_1 0.16, nor4_2 0.72, buf_4 0.28
nand4_1 0.71, buf_4 0.42, nor4_2 0.11
-- cell usage after synthesis (4+ instances only) --
| cell type | n |
|---|---|
| o211a_1 | 132 |
| nand4_1 | 63 |
| and2_1 | 33 |
| nor4_1 | 73 |
| o2111ai_1 | 31 |
| nor2b_1 | 44 |
| clkbuf_1 | 598 |
| buf_2 | 354 |
| o22a_1 | 33 |
| nand2b_1 | 4 |
| nor2_1 | 314 |
| a22oi_1 | 70 |
| nand2_1 | 3405 |
| xor2_1 | 24 |
| inv_1 | 14 |
| mux2i_1 | 1254 |
| a22o_1 | 6 |
| nor3_1 | 55 |
| a221oi_1 | 31 |
| a211oi_1 | 351 |
| buf_4 | 117 |
| mux4_2 | 720 |
| o21ai_0 | 17 |
| o22ai_1 | 94 |
| dfxtp_1 | 63 |
| ha_1 | 10 |
| buf_6 | 19 |
| a2111oi_2 | 31 |
| buf_1 | 134 |
| edfxtp_1 | 8192 |
| xnor2_1 | 19 |
| a21oi_1 | 49 |
| and3_1 | 9 |
| nor4_2 | 31 |
| a311oi_1 | 12 |
| a31oi_1 | 493 |
| or3_1 | 4 |
| nand3_1 | 1481 |
| a2111oi_0 | 34 |
| a32oi_1 | 445 |
-- stage by stage --
stage / worst slack, ns / area (sq um) / power [W] / hold slack (ns)
finish: 715.50 / 366000 / 0.000958 / 0.568
global route: 715.23 / 365000 / 0.000990 / 0.610
CTS: 715.78 / 365000 / 0.000961 / 0.566
detailed placement: 714.58 / 340000 / 0.000638 / 0.550
global placement: 713.94 / 339000 / 0.000637 / 0.537
floorplan: 720.46 / 320000 / 0.000566 / 0.514
-- power groups by stage --
stage | clock network [W] | logic, W | registers, W
finish | 0.000326 | 0.000204 | 0.000428
global route | 0.000343 | 0.000219 | 0.000428
CTS | 0.000330 | 0.000204 | 0.000427
Power figures rest on the tool's default switching activity, not on a simulated workload.
